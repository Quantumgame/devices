`/design/flow/run.sh`:
```
#!/bin/bash
# OpenROAD 26Q1-2900-gdf79404cd8, Yosys 0.63+post, stock flow scripts
make -C /OpenROAD-flow-scripts/flow DESIGN_CONFIG=/design/flow/config.mk WORK_HOME=/design/flow/orfs finish
```
`/design/flow/constraint.sdc`:
```
current_design Shifter_R

set clk_period 1.0
set clk_io_pct 0.2

create_clock -name clk0 -period $clk_period [get_ports {clk}]

set non_clock_inputs [all_inputs -no_clocks]
set_input_delay [expr $clk_period * $clk_io_pct] -clock clk0 $non_clock_inputs
set_output_delay [expr $clk_period * $clk_io_pct] -clock clk0 [all_outputs]
```
`/design/flow/config.mk`:
```
export PLATFORM = sky130hd
export DESIGN_NAME = Shifter_R
export DESIGN_NICKNAME = Shifter_R
export VERILOG_FILES = /design/flow/design.v
export SDC_FILE = /design/flow/constraint.sdc
export NUM_CORES = 4
export LEC_CHECK = 1
export CORE_UTILIZATION = 40
```
`/design/flow/design.v`:
```
module Shifter_R_Uni (in, out);
parameter bit_addr_shi = 19, bit_chip = 6, a = 3;
input wire [bit_addr_shi-1+bit_chip:0] in;
output reg [bit_chip-1:0] out;
always @(*) begin
	out <= in[a+bit_chip-1:a] + in[a-1];
end
endmodule
module Shifter_R (clk, clr, sb_r, in, out);
parameter bit_addr_shi = 19, bit_chip = 6, bit_shi_r = 5, sb_r_min = 3;
input wire clk, clr;
input wire [bit_shi_r-1:0] sb_r;
input wire [bit_addr_shi-1+bit_chip:0] in;
output reg [bit_chip-1:0] out;
reg [bit_chip-1:0] out_ns;
wire [bit_chip-1:0] out_uni[bit_addr_shi-1:sb_r_min]; 
always @(posedge clk or posedge clr) begin
	if (clr) begin
		out <= 0;
	end
	else begin
		out <= out_ns;
	end
end
genvar a;
generate
for (a = sb_r_min; a <= bit_addr_shi-1; a = a + 1) begin
	Shifter_R_Uni #(.bit_addr_shi(bit_addr_shi), .bit_chip(bit_chip), .a(a)) Shifter_R_Uni (in, out_uni[a]);
end
endgenerate
always @(*) begin
	if (sb_r >= sb_r_min) begin
		out_ns <= out_uni[sb_r];
	end
	else begin
		out_ns <= 0;
	end
end
endmodule
```
==> flow_summary.ini <==
; yosys + openroad results
[clock_tree]
htreeDepth = 1
clk_pin_slew_ns = 0.03
cts_buffer_depth = 2
cts_tree = done
cts.sinks = 6
cts_buffers = 3
cts_hold_buf = 0
root_buffer = clkbuf_8

[floorplan]
ios = 38
die-area_mm2 = 0.006133
die.size.y_um = 78.32
core-area_mm2 = 0.005574
fp.dieW_um = 78.32
rows = 27
fp_util_pct = 41.80

[global_routing]
grt_max_degree = 9
track_usage_pct = 33.23
grt_pass1_vias = 2806
grt_overflow_total = 0
antenna_found_initial = 0
grt_first_pass_wirelength_um = 15240

[routing]
ant_nets = 0
first_pass_iters = 5
via_per_inst = 5.771
vias = 2943
drtIter0Drc = 184
wl_per_cell_um = 19.59
drcViolationCount = 0
n_antenna_cell = 0
wl_um = 9992

[final_timing]
hold_viol_final = 0
fmax_mhz = 650.6
rsz0062_at_grt = yes
slew_viol_final = 0
hold_ws_ns = 0.2019
period_used_pct = 153.7
postLayoutSetupSlackWorst_ns = -0.5371
max_slew_margin_pct = 76.16
setup_violations = 6
tightestPinTransition_ns = 0.3576
min_period_ns = 1.537

[cells_and_area]
lay_top_count = buf_4
area_growth_pct = 75.89
largest_reg_flops = 6
fillerInstances = 390
top_regs = out: 6 flops
final_cell_mix = 92 x buf_4, 48 x xor2_1, 40 x nand3_1
drive_gt1_share_pct = 51.37
stdcell_count = 510
finish.utilization_pct = 73.51
top_register = out

[worst_setup_path]
worstPathRequired_ns = 1.09
cp-end-kind = flop
critPathKind = in -> reg
worstPathArrival_ns = 1.62
slowest_delay_ns = 0.41
cpMaxStageDelayCell = or3b_4
critical_path_depth = 8
path_buffers = 3
crit_path_start = sb_r[2]
crit_path_start_kind = input pin
worstPathCellList = buf_8 -> or3b_4 -> o21ai_4 -> buf_6 -> buf_6 -> nand4_1 -> nor2_1 -> a21oi_1
cpMostUsedCell = buf_6
cp_max_fo = 7
cpLargestDelayFamily = simple AND/OR/NAND/NOR gates

[synth]
yosysTopAreaCell = xor2_1
yosysUniqueCellTypes = 37
netlist_area_mm2 = 0.002330
area_leaders = xor2_1 21%, ha_1 17%, nand3_1 10%
ys_area_mm2 = 0.002330
synth-seq-cells = 6
yosysSeqAreaShare_pct = 6.445
synth_top_area_share_pct = 20.68
synthCells = 319
synth.avg_cell_area_um2 = 7.303
yosysWarnings = 35
ys_cells = 319

[power]
p_leak_nw = 1.569
clockPowerShare_pct = 16.0
p_int_mw = 1.338
switchingPower_uw = 878.9
p_per_area_mw_per_mm2 = 541.1
p_sw_share_pct = 39.64
seq_power_share_pct = 13.0
p_comb_share_pct = 71.0
ir_worst_vdd_mv = 0.6013
total_power_mw = 2.217

[placed_design]
place.gp.congestion = 0.9348
port_buffers = 34
post-dp-hpwl_um = 7395
dpl.cell_count = 497

[job]
cap_violations = 0
warnings = 44

[status]
violations = setup timing
status = finished with violations

[worst_hold_path]
hp-class = in -> async
## worst max path at each step
stage	endpoint	slack, ns
5_1_grt	out[5]$_DFF_PP0_	-0.59
6_report	out[0]$_DFF_PP0_	-0.54
4_1_cts	out[5]$_DFF_PP0_	-0.47
## power by group through the flow
| stage | Clock [mW] | Combinational [mW] | Sequential, mW |
|---|---|---|---|
| CTS | 0.367 | 1.45 | 0.289 |
| global route | 0.380 | 1.67 | 0.291 |
| finish | 0.354 | 1.57 | 0.289 |
## what timing repair did
action,in CTS,in global routing
pin swaps,50,17
buffers inserted,9,3
resized,217,35
endpoints found under the setup margin,12,7
## synth_stat cells (all sizes together)
library cell / count
xor2: 55
nand3: 47
nand2: 42
ha: 32
o22ai: 26
clkbuf: 20
xnor2: 17
o21ai: 11
nand4: 7
nor4: 7
dfrtp: 6
a21oi: 5
nor2: 5
o211ai: 5
and3b: 4
o2111ai: 4
a21boi: 3
nor3b: 3
or3b: 3
or4: 3
a31oi: 2
buf: 2
nor2b: 2
nor3: 2
o221ai: 2
and2: 1
inv: 1
mux2: 1
o21bai: 1
## area by class of cell
type | instances | area (um2) | area share, %
multi-input combinational | 290 | 2674 | 65.25
timing repair buffer | 138 | 1139 | 27.79
sequential | 6 | 150.1 | 3.664
tap | 72 | 90.09 | 2.198
clock buffer | 3 | 41.29 | 1.008
inverter | 1 | 3.754 | 0.09160
## through the flow
stage	setup slack [ns]	area [um2]	setup TNS, ns
floorplan	-0.4154	2384	-1.840
global placement	-1.259	3408	-6.985
detailed placement	-1.297	3408	-6.973
CTS	-0.4740	3934	-2.365
global route	-0.5890	4098	-2.988
finish	-0.5371	4098	-2.678
## cell families after synthesis
kind of cell    synth area share (%)
compound gates                 16.54
xor+xnor                       27.07
fa+ha+maj                      17.19
buf+inv                        4.350
flops                          6.445
mux                           0.4833
simple gates                   27.93
## metal layers
metal	track usage, %	vias to the layer above	routed length (um)
met5	0	-	0
met4	3.519	0	78
met3	5.667	10	772
met2	51.14	139	4518
met1	50.30	1393	4623
li1	-	1401	-
Power is estimated from default activity; no workload was simulated.
